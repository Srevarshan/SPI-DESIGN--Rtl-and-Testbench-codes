[flow/design.v]
module apbslave(pclk,presetn,paddr,pwrite,psel,penable,pwdata,ss,misodata,receivedata,
tip,prdata,mstr,cpol,cpha,lsbfe,spiswai,sppr,spr,spiintr_req,pready,pslverr,senddata,mosidata,spimode,state,spe);
reg [7:0]spicr1;
reg [7:0]spicr2;
reg [7:0]spisr;
reg [7:0]spibr;
reg [7:0]spidr;
input pclk,presetn,pwrite,psel,penable,ss,receivedata,tip;
input [2:0]paddr;
input [7:0]pwdata;
input [7:0]misodata;
output [7:0]prdata;
output spiintr_req;
output cpol,cpha,mstr,lsbfe,spiswai;
output pready,pslverr;
output reg senddata;
output reg[7:0]mosidata;
output reg [1:0]spimode;
wire temp=senddata;
wire [7:0]dcr1;
wire [7:0]dcr2;
wire [7:0]dbr;
wire [7:0]ddr;
wire dsend;
wire wrenb;
wire rdenb;
wire sptef;
wire spif;
output [2:0]sppr;
output [2:0]spr;
output spe;
wire modfen;
wire modf;
wire spie;
wire sptie;
wire ssoe;
parameter cr2mask=8'b00011011;
parameter brmask=8'b01110111;
wire spc0,bidiroe;
assign lsbfe=spicr1[0];
assign ssoe=spicr1[1];
assign cpha=spicr1[2];
assign cpol=spicr1[3];
assign mstr=spicr1[4];
assign sptie=spicr1[5];
assign spe=spicr1[6];
assign spie=spicr1[7];
assign spc0=spicr2[0];
assign spiswai=spicr2[1];
assign bidiroe=spicr2[3];
assign modfen=spicr2[4];
assign sppr=spibr[6:4];
assign spr=spibr[2:0];
parameter idle=2'b00,
	  setup=2'b01,
          enable=2'b10;
parameter spirun=2'b00,
          spiwait=2'b01,
          spistop=2'b10;
output reg [1:0]state;
reg [1:0]nextstate;
reg [1:0]nextmode;
assign prdata=(rdenb==0)?8'b0:((paddr==3'b000)?spicr1:((paddr==3'b001)?spicr2:((paddr==3'b010)?spibr:((paddr==3'b011)?spisr:spidr))));
assign pready=(state==enable)?1:0;
assign wrenb=((state==enable)&&(pwrite==1'b1))?1:0;
assign rdenb=((state==enable)&&(pwrite==1'b0))?1:0;
assign pslverr=(state==enable)?1:0;
assign sptef=(spidr==8'h00)?1:0;
assign spif=(spidr!=8'h00)?1:0;
assign modef=(~ss)&&mstr&&modfen&&(~ssoe);
assign spiintr_req=(~spie&&(~sptie))?1'b0:(spie&&(~sptie))?(spif||modf):((~spie&&sptie)?sptef:(spif||sptef||modf));
assign dcr2=(wrenb==1'b1)?((paddr==3'b001)?(pwdata&cr2mask):spicr2):spicr2;
assign dcr1=(wrenb==1'b1)?((paddr==3'b000)?pwdata:spicr1):spicr1;
assign dbr=(wrenb==1'b1)?((paddr==3'b010)?(pwdata&brmask):spibr):spibr;
assign ddr=(wrenb==1'b1)?((paddr==3'b101)?(pwdata):spidr):((spidr==pwdata)&(spidr!=misodata)&((spimode==spiwait)|(spimode==spirun)))?8'b0:((receivedata&((spimode==spiwait)|(spimode==spirun)))?misodata:spidr);
assign dsend=(wrenb==1'b1)?(senddata):((spidr==pwdata)&(spidr!=misodata)&((spimode==spiwait)|(spimode==spirun)))?(1'b1):((((spimode==spiwait)|(spimode==spirun))&receivedata)?1'b0:1'b0); 
assign modf=mstr&modfen&(~ss)&(~ssoe);
always@(posedge pclk)
begin
   spisr<=(presetn==0)?8'b00000000:{spif,1'b0,sptef,modf,4'b0};
end
always@(posedge pclk,negedge presetn)
begin
  if(~presetn)
        mosidata<=8'b0; 
  else if(((spidr==pwdata)&&(spidr!=misodata))&&((spimode==spirun)||(spimode==spiwait))&&(~wrenb))
        mosidata<=spidr; 
end
always@(posedge pclk,negedge presetn)
begin
	if(~presetn) state<=idle; 
	else state<=nextstate; 
end
always@(psel,penable,state)
begin
   nextstate=idle;
   case(state)
       idle:
        begin 
            if(psel&(~penable))
                 nextstate=setup;
        end
       setup:
         begin
             if(psel&penable)
                  nextstate=enable;
             else if((psel)&(~penable))
                   nextstate=setup;
         end
       enable:
          begin
             if(psel&(~penable))
                  nextstate=setup;
             else if((psel)&(penable))
                   nextstate=enable;
          end
    endcase
end
always@(posedge pclk,negedge presetn)
begin
	if(~presetn) 
          spimode<=spirun; 
	else 
          spimode<=nextmode;
end
always@(spimode,spe,spiswai)
begin
  nextmode=spirun;
  case(spimode)
   spirun:
   begin 
        if(spe==1'b0) 
           nextmode=spiwait;
   end
   spiwait:
      begin
        if(spiswai==1'b1)
           nextmode=spistop; 
        else if((spe==1'b0)&(spiswai==1'b0))
           nextmode=spiwait;
      end
   spistop:
    begin
     if(spiswai==1'b0) 
         nextmode=spiwait; 
     else if(spiswai)
           nextmode=spistop;
    end
  endcase 
end  
always@(posedge pclk)
begin
  if(~presetn) begin spicr1=8'h04; end
  else begin spicr1<=dcr1; end
end
always@(posedge pclk)
begin
  if(~presetn) begin spicr2<=8'h00; end
  else begin spicr2<=dcr2; end
end
always@(posedge pclk)
begin
  if(~presetn) begin spibr<=8'h00; end
  else begin spibr<=dbr; end
end
always@(posedge pclk)
begin 
  if(~presetn) begin spidr<=8'b0; end
  else begin spidr<=ddr; end
end
always@(posedge pclk)
begin
  if(~presetn) begin senddata<=1'b0; end
  else begin senddata<=dsend; end
end 
endmodule
module baudgenerator(pclk,presetn,spimode,spiswai,sppr,spr,cpol,cpha,ss,sclk,flaglow,flaghigh,flagslow,flagshigh,baudratedivisor);
input pclk,presetn,spiswai,cpol,cpha,ss;
input [1:0]spimode;
input [2:0]sppr;
input [2:0]spr;
output reg sclk,flaglow,flaghigh,flagslow,flagshigh;
output [11:0]baudratedivisor;
wire temp;
wire presclk,dflaglow,dflaghigh,dflagslow,dflagshigh;
reg [11:0]count;
wire [11:0]dcount;
wire dsclk;
assign baudratedivisor=(sppr+1)*2**(spr+1);
assign temp=(((spimode==2'b00)|(spimode==2'b01))&(~ss)&(~spiswai));
assign temp1=((~cpha)&(cpol))|((cpha)&(~cpol));
assign presclk=1'b0;
assign dcount=(temp)?((count==(baudratedivisor-2'b01))?12'b0:(count+1'b1)):12'b0;
assign dsclk=(temp)?((count==(baudratedivisor-2'b01))?(~sclk):sclk):presclk;
assign dflaglow=(temp1)?flaglow:(sclk?(1'b0):((count==(baudratedivisor-2'b01))?1'b1:1'b0));
assign dflagslow=(temp1)?flagslow:(~sclk?(1'b0):((count==(baudratedivisor-2'b10))?1'b1:1'b0));
assign dflaghigh=(temp1)?(sclk?((count==(baudratedivisor-2'b01))?1'b1:1'b0):(1'b0)):flaghigh;
assign dflagshigh=(temp1)?(~sclk?((count==(baudratedivisor-2'b10))?1'b1:1'b0):(1'b0)):flagshigh;
always@(posedge pclk)
begin
 if(~presetn) begin count<=12'b0; end
 else begin count<=dcount; end
end
always@(posedge pclk)
begin
 if(~presetn) begin sclk<=presclk; end
 else begin sclk<=dsclk; end
end
always@(posedge pclk)
begin
 if(~presetn) begin flaglow<=1'b0; end
 else begin flaglow<=dflaglow; end
end
always@(posedge pclk)
begin
 if(~presetn) begin flagslow<=1'b0; end
 else begin flagslow<=dflagslow; end
end
always@(posedge pclk)
begin
 if(~presetn) begin flaghigh<=1'b0; end
 else begin flaghigh<=dflaghigh; end
end
always@(posedge pclk)
begin
 if(~presetn) begin flagshigh<=1'b0; end
 else begin flagshigh<=dflagshigh; end
end
endmodule
module shiftregister(pclk,presetn,ss,senddata,lsbfe,cpha,cpol,flaglow,flaghigh,flagslow,flagshigh,mosidata,miso,receivedata,mosi,misodata,count,count1,count2,count3);
input pclk,presetn,ss,senddata,lsbfe,cpha,cpol,flaglow,flaghigh,flagslow,flagshigh;
input [7:0]mosidata;
input miso,receivedata;
output reg mosi;
output [7:0]misodata;
output reg [2:0]count;
output reg [2:0]count1;
output reg [2:0]count2;
output reg [2:0]count3;
reg [7:0]tempreg;
reg [7:0]shift_register;
wire temp,dtemp,tempout;
wire [2:0]tempcount;
wire [2:0]tempcount2;
wire [7:0]dtempshift;
wire dtempmosi;
assign temp=((~cpol)&cpha)|((~cpha)&cpol); 
assign tempout=(tempreg[count2])|(tempreg[count3]);
assign tempcount=({3{~ss}})&(temp?(lsbfe?(flagshigh?((count<=3'd7)?((count+1'b1)&({3{flagshigh}})):(3'd0)):(count)):(flagshigh?((count1>=3'd0)?((count1-1'b1)&({3{flagshigh}})):(3'd7)):(count1))):(lsbfe?(flagslow?((count<=3'd7)?((count+1'b1)&({3{flagslow}})):(3'd0)):(count)):(flagslow?((count1>=3'd0)?((count1-1'b1)&({3{flagslow}})):(3'd7)):(count1))));
assign tempcount2=({3{~ss}})&(temp?(lsbfe?(flaghigh?((count2<=3'd7)?((count2+1'b1)&({3{flaghigh}})):(3'd0)):(count2)):(flaghigh?((count3>=3'd0)?((count3-1'b1)&({3{flaghigh}})):(3'd7)):(count3))):(lsbfe?(flaglow?((count2<=3'd7)?((count2+1'b1)&({3{flaglow}})):(3'd0)):(count2)):(flaglow?((count3>=3'd0)?((count3-1'b1)&({3{flaglow}})):(3'd7)):(count3))));
assign dtemp=(~ss)&(temp?(lsbfe?((count2<=3'd7)?((miso)&(flaghigh)):(tempout)):((count3>=3'd0)?((miso)&(flaghigh)):(tempout))):(lsbfe?((count2<=3'd7)?((miso)&(flaglow)):(tempout)):((count3>=3'd0)?((miso)&(flaglow)):(tempout))));
assign misodata=(receivedata==1'b1)?tempreg:8'h00;
assign dtempshift=(senddata==1'b1)?mosidata:shift_register;
assign dtempmosi=(~ss)?((temp==1'b1)?((lsbfe==1)?((count<=3'd7)?((flagshigh==1)?(shift_register[count]):(mosi)):(mosi)):(mosi)):((count>=3'd0)?((flagshigh==1'b1)?(shift_register[count1]):(mosi)):(mosi))):mosi;
always@(posedge pclk)
begin
  if(~presetn) begin mosi<=1'b0; end
  else begin mosi<=dtempmosi; end
end
always@(posedge pclk)
begin
   if(~presetn)begin shift_register<=8'b0; end
   else begin shift_register<=dtempshift; end
end
always@(posedge pclk)
begin
 if(~presetn)
   begin
     count<=3'b0;
     count1<=3'b0;
   end
  else
    begin
       if(lsbfe) begin count<=tempcount; end
       else begin count1<=tempcount; end
    end
end
always@(posedge pclk)
begin
 if(~presetn)
   begin
     count2<=3'b0;
     count3<=3'b0;
   end
  else
    begin
       if(lsbfe) begin count2<=tempcount2; end
       else begin count3<=tempcount2; end
    end
end
always@(posedge pclk)
begin
 if(~presetn)
   begin
     tempreg<=8'b0;
   end
  else
    begin
       if(lsbfe) begin tempreg[count2]<=dtemp; end
       else begin tempreg[count3]<=dtemp; end
    end
end
endmodule
module spi(pclk,presetn,paddr,pwrite,psel,penable,pwdata,miso,sclk,ss,spiintr_req,mosi,prdata,pready,pslverr);
input pclk,presetn,pwrite,psel,penable,miso;
input[2:0]paddr;
input[7:0]pwdata;
output ss,sclk,spiintr_req,mosi,pready,pslverr;
output [7:0]prdata;
wire [1:0]spimode;
wire [1:0]state;
wire spe;
wire [7:0]misodata;
wire [7:0]mosidata;
wire senddata,receivedata;
wire tip;
wire mstr,cpol,cpha,lsbfe,spiswai;
wire [2:0]sppr;
wire [2:0]spr;
wire flaglow,flaghigh,flagslow,flagshigh;
wire [11:0]baudratedivisor;
wire [2:0]count;
wire [2:0]count1;
wire [2:0]count2;
wire [2:0]count3;
wire [15:0]target;
wire [15:0]cnt;
apbslave dut(pclk,presetn,paddr,pwrite,psel,penable,pwdata,ss,misodata,receivedata,tip,prdata,mstr,cpol,cpha,lsbfe,spiswai,sppr,spr,spiintr_req,pready,pslverr,senddata,mosidata,spimode,state,spe);
baudgenerator dut1(pclk,presetn,spimode,spiswai,sppr,spr,cpol,cpha,ss,sclk,flaglow,flaghigh,flagslow,flagshigh,baudratedivisor);
shiftregister dut2(pclk,presetn,ss,senddata,lsbfe,cpha,cpol,flaglow,flaghigh,flagslow,flagshigh,mosidata,miso,receivedata,mosi,misodata,count,count1,count2,count3);
sscontrol dut3(pclk,presetn,mstr,spiswai,spimode,senddata,baudratedivisor,target,receivedata,ss,tip,cnt);
endmodule
module sscontrol(pclk,presetn,mstr,spiswai,spimode,senddata,baudratedivisor,target,receivedata,ss,tip,count);
input pclk,presetn,mstr,spiswai,senddata;
input [1:0]spimode;
input [11:0]baudratedivisor;
output reg receivedata;
output reg ss;
output tip;
wire drcv;
wire dss;
output [15:0]target;
wire [15:0]dcnt;
output reg [15:0]count;
assign tip=(~ss);
assign drcv=(mstr&(~spiswai)&((spimode==2'b01)|(spimode==2'b00)))?((senddata==1'b1)?(1'b0):(((count<(target-1'b1))|(count==(target-1'b1)))?((count==(target-1'b1))?(1'b1):(receivedata)):(1'b0))):(1'b0);
assign dss=(mstr&(~spiswai)&((spimode==2'b01)|(spimode==2'b00)))?((senddata==1'b1)?(1'b0):(((count<(target-1'b1))|(count==(target-1'b1)))?(1'b0):(1'b1))):(1'b1);
assign dcnt=(mstr&(~spiswai)&((spimode==2'b01)|(spimode==2'b00)))?((senddata==1'b1)?(16'b0):((count<(target-1'b1))?(count+1'b1):(16'h0000))):(16'h0000);
assign target=baudratedivisor*16;
always@(posedge pclk)
begin
 if(~presetn)
     receivedata<=1'b0;
 else
     receivedata<=drcv;
end
always@(posedge pclk)
begin
 if(~presetn)
     ss<=1'b1;
 else
     ss<=dss;
end
always@(posedge pclk)
begin
 if(~presetn)
     count<=16'hffff;
 else
     count<=dcnt;
end
endmodule
[flow/run.sh]
#!/bin/bash
# OpenROAD 26Q1-2900-gdf79404cd8, Yosys 0.63+post, stock flow scripts
make -C /OpenROAD-flow-scripts/flow DESIGN_CONFIG=/design/flow/config.mk WORK_HOME=/design/flow/orfs finish
[flow/config.mk]
export PLATFORM = sky130hd
export DESIGN_NAME = spi
export DESIGN_NICKNAME = spi
export VERILOG_FILES = /design/flow/design.v
export SDC_FILE = /design/flow/constraint.sdc
export NUM_CORES = 4
export LEC_CHECK = 1
export CORE_UTILIZATION = 50
[flow/constraint.sdc]
current_design spi

set clk_period 7.3
set clk_io_pct 0.2

create_clock -name clk0 -period $clk_period [get_ports {pclk}]

set non_clock_inputs [all_inputs -no_clocks]
set_input_delay [expr $clk_period * $clk_io_pct] -clock clk0 $non_clock_inputs
set_output_delay [expr $clk_period * $clk_io_pct] -clock clk0 [all_outputs]
==> results.txt <==
Status - finished clean
Site row count - 44
Setup Skew - 8.596 ps
Fin Setup TNS - 0 ps
Insertion Delay late pin - 350 ps
CP required - 7510 ps
Registers, synthesis - 107
Post-cts resize count - 0
Register-to-Register Path Depth - 24
Placer Congestion - 0.8881
CTS hold repair buffers - 0
Pin count of the biggest net entering global routing - 54
Drt pass-1 iters - 5
CP endpoint kind - register
1st-iter DRT viols - 402
Vias - 6,152
Hold path cells - 2
Stage-log warning count - 31
Slew Limit Fails - 0
Mean post-synth cell area - 8.488 µm²
Leak - 3.197 nW
Fin. Hold Viols - 0
CTS Sinks - 107
Root Buffer - clkbuf_16
Post-synthesis cell type count - 74
DRC - 0
Fmax - 156.6 MHz
GRT Overall Usage - 0.2468
Most numerous logic cell after layout - nor2_1
Period utilization - 0.8748
Critical path type - reg2reg
Final instance area - 8153 µm²
Layout cells sized above 1 - 0.06734
GR Util met3 - 0.04019
Power Dens Cells - 145.9 nW/µm²
Hold slack final - 456.6 ps
Hold WC Path Type - reg2reg
Unrepaired setup endpoints after global routing - false
Die Y - 124.1 µm
Worst vdd ir - 0.1098 mV
# fillers - 1,283
Most numerous logic cells after layout - nor2_1 (131), dfxtp_1 (94), nand2_1 (53)
H-tree depth - 3
DR WL/cell - 16.10 µm
Ys async rst share - 0.1215
Placed Area - 7868 µm²
Total Power - 1.190 mW
Area growth syn-to-layout - 9.402%
Global Route met1 Usage - 0.3696
CTS Buf Count - 9
Routed vias/inst - 5.723
Core Area - 14,530 µm²
Initial antenna violation count - 0
IO buf count - 30
Syn Std Cell Area - 7452 µm²
GRT busiest layer - met2
Maxcap violations - 0
Post-route ant nets - 0
Sequential share of the synthesized area - 0.2963
Die X - 124.1 µm
Top_reg_cell synth - dfxtp_1
WL final - 17.30 mm
Tmin final - 6386 ps
Initial Util - 0.5127
Relative slew slack - 0.4893
CTS tree - yes
Startpoint types - register
First-pass GRT wire length - 28.70 mm
GR Util met2 - 0.3947
Worst Path Max Fanout - 16
Setup bufs post-CTS - 0
ANT cells - 0
Clk slew on worst S/H paths - 80 ps
Slew @ Worst Pin - 763.2 ps
Yosys Chip Area - 7452 µm²
Mapped Cells - 878
CP arrival - 6600 ps
Vias in the first global route - 5,765
# Cells Yosys - 878
Number of enable flip-flop cells - 0
Final setup violation count - 0
Total grt overflow - 0
# IOs - 31
HPWL Detailed - 12.78 mm
Syn. warnings - 6
Chip area - 15,400 µm²
Clock Path Buffers - 2
==> layer usage <==
metal	vias to the layer above	wire length (µm)
met2	131	8147
li1	3082	-
met1	2919	8277
met4	0	233
met3	20	645
met5	-	0
==> worst paths after layout <==
| kind | slack, ps | end | start |
|---|---|---|---|
| setup / recovery | 910 | dut3.count[11] | dut.spibr[4] |
| hold / removal | 460 | dut1.flaglow | dut1.flaglow |
| setup reg to reg | 910 | dut3.count[11] | dut.spibr[4] |
| hold reg to reg | 460 | dut1.flaglow | dut1.flaglow |
| max in group asynchronous | 5420 | dut.spimode[0] | presetn |
| min in group asynchronous | 1520 | dut.state[2] | presetn |
==> metrics by stage <==
step	std cells	worst slack (ps)	util
finish	1075	913.7	0.5610
global route	1075	311.8	0.5610
CTS	1075	915.7	0.5610
detailed placement	1059	972.4	0.5413
global placement	1059	1224	0.5413
floorplan	884	1739	-
==> flip-flops by register name, indices dropped and copies added (netlist names), 2 cells and up <==
register	flops
dut.spimode	3
dut.spisr	3
dut2.count1	3
dut.mosidata	8
dut2.count3	3
dut.state	2
dut.spicr2	4
dut3.count	16
dut2.count2	3
dut1.count	12
dut.spidr	8
dut2.shift_register	8
dut2.tempreg	8
dut2.count	3
dut.spicr1	8
dut.spibr	6
==> layout make-up <==
type,instances,area [µm²],area share
multi-input cells,685,4903,0.6014
well taps,184,230.2,0.02824
clock inverters,7,60.06,0.007366
flip-flops and latches,107,2208,0.2709
inverters,46,172.7,0.02118
repair buffers,37,352.8,0.04328
clock buffers,9,225.2,0.02762
==> worst max-delay path: stages, from the launching register on <==
cell,delay (ps)
dfxtp_1,510
ha_1,220
xor2_1,240
nand2b_1,150
or2_2,310
fa_1,500
inv_1,50
fa_1,560
inv_1,70
fa_1,640
nor2b_1,320
nand2_1,130
nor3_1,490
and3b_2,310
xnor2_1,80
ha_1,310
nand4_1,90
nor2_1,110
inv_1,60
nor3_1,310
a211oi_1,80
o21ai_0,80
a31oi_1,80
nand2_1,370
o21ai_0,170
==> where the power goes <==
group          leakage [nW]  total [mW]  switching, mW  internal, mW
Clock                 0.142       0.474          0.236         0.238
Sequential            0.940       0.598        0.00752         0.591
Combinational          2.11       0.117         0.0673        0.0498
==> synth_stat cells (8+ instances only) <==
master    instances  area [µm²]
a211oi_1         11       82.58
a21oi_1          39       195.2
a22oi_1          11       82.58
and3_1           12       75.07
clkbuf_1         34       127.6
dfrtp_1          12       300.3
dfxtp_1          94        1882
fa_1             17       340.3
ha_1             41       513.0
inv_1            44       165.2
mux2_2           10       112.6
mux2i_1          45       450.4
nand2_1          53       198.9
nand2b_1         13       81.33
nand3_1          29       145.1
nand4_1          13       81.33
nor2_1          131       491.7
nor3_1           18       90.09
nor4_1            8       50.05
o21ai_0          46       230.2
xnor2_1          30       262.8
xor2_1           42       367.9
==> cell families after synthesis <==
logic type      Yosys count  share of synthesized area
mux                      62                    0.09671
fa+ha+maj                58                     0.1145
buf+inv                  92                    0.04869
xor+xnor                 75                    0.09369
compound gates          155                     0.1340
other cells               2                   0.001008
flops                   107                     0.2963
simple gates            327                     0.2151
No activity file was given, so power comes from the tool's default toggle rates.
